==> flow/design.v <==
module UARTinterface(
		input CLK, RST, WRITE_TO_TX_BUFFER, READ_BUFFER, SET_BR, SET_MODE,
		input [31:0] DATA_IN__CONFIG,
		output [7:0] DATA_OUT,
		output INTERRUPT, BUSY, PARITY,
		input RX,
		output TX
	);
	wire baudclk, baudclkx32;
	baudPLL pll(
		.CLK(CLK), 
		.RST(RST), 
		.SET(SET_BR),
		.BAUDRATE(DATA_IN__CONFIG),
		.BAUD_TICK(baudclk),
		.BAUD_TICK_X32(baudclkx32)
	); 
	wire read_byte_from_tx_buffer, data_avail_to_read;
	wire [7:0] current_byte;
	fifo_buffer tx_buffer(
		.CLK(CLK), 
		.RST(RST), 
		.READ_BUFFER(read_byte_from_tx_buffer), 
		.WRITETO_BUFFER(WRITE_TO_TX_BUFFER),
		.DATA_IN(DATA_IN__CONFIG[7:0]),
		.DATA_OUT(current_byte),
		.DIRTYBUFFER(data_avail_to_read),
		.FILLED(BUSY),
		.PARITY_IN(1'b0),
		.PARITY_OUT()
	);
	reg [1:0] mode;
	always@(posedge CLK or negedge RST) begin
		if (~RST)
			mode <= 2'b0;
		else
			if (SET_MODE) mode <= DATA_IN__CONFIG[1:0];
	end
	wire tx_busy;
	tx tx(
		.CLK(CLK), 
		.BAUD(baudclk),
		.RST(RST), 
		.DATA_AVAILABLE(data_avail_to_read),
		.DATA(current_byte),
		.MODE(mode),
		.BUSY(tx_busy), 
		.TX(TX)
	);
	assign read_byte_from_tx_buffer = data_avail_to_read & ~tx_busy;
	wire [7:0] out_byte;
	wire write_to_rx_buffer, interrupt, parity;
	rx rx(
		.CLK(baudclkx32), 
		.RST(RST), 
		.RX(RX),
		.MODE(mode),
		.DATA_DONE(write_to_rx_buffer),
		.DATA(out_byte),
		.PARITY(parity)
	);
	fifo_buffer rx_buffer(
		.CLK(CLK), 
		.RST(RST), 
		.READ_BUFFER(READ_BUFFER), 
		.WRITETO_BUFFER(write_to_rx_buffer),
		.DATA_IN(out_byte),
		.DATA_OUT(DATA_OUT),
		.DIRTYBUFFER(interrupt),
		.FILLED(),
		.PARITY_IN(parity),
		.PARITY_OUT(PARITY)
	);
	assign INTERRUPT = {7'b0, interrupt};
endmodule 
module baudPLL(
		input CLK, RST, SET,
		input [31:0] BAUDRATE,
		output reg BAUD_TICK, BAUD_TICK_X32
	);
	reg [31:0] baudrate_reg, baud_count_reg, oversample32_count_reg;
	always@(posedge CLK or negedge RST) begin
		if (~RST) begin
			baudrate_reg <= 32'b0;
			baud_count_reg <= ~{32'b0};
			oversample32_count_reg <= 32'b0;
			BAUD_TICK <= 1'b0;
			BAUD_TICK_X32 <= 1'b0;
		end else begin
			if (SET) begin
				baudrate_reg <= BAUDRATE;
				baud_count_reg <= 32'b0;
				oversample32_count_reg <= 32'b0;
				BAUD_TICK <= 1'b0;
				BAUD_TICK_X32 <= 1'b0;
			end else begin
				if (baud_count_reg == baudrate_reg - 32'b1) begin
					baud_count_reg <= 32'b0;
					BAUD_TICK <= 1'b1;
				end else begin
					baud_count_reg <= baud_count_reg + 32'd1;
					BAUD_TICK <= 1'b0;
				end
				if (oversample32_count_reg == (baudrate_reg >> 5) - 32'b1) begin
					oversample32_count_reg <= 32'b0;
					BAUD_TICK_X32 <= 1'b1;
				end else begin
					oversample32_count_reg <= oversample32_count_reg + 32'd1;
					BAUD_TICK_X32 <= 1'b0;
				end
			end
		end
	end
endmodule 
module fifo_buffer(
		input CLK, RST, READ_BUFFER, WRITETO_BUFFER, PARITY_IN,
		input  [7:0] DATA_IN,
		output [7:0] DATA_OUT,
		output DIRTYBUFFER, FILLED, PARITY_OUT
	);
	reg [8:0] current_read;
	wire data_avail_to_read;
	reg [8:0] buffer [255:0];
	reg [255:0] buffer_valid;
	reg [7:0] write_head, read_head;
	always@(posedge CLK or negedge RST) begin
		if (~RST) begin
			write_head <= 8'b0;
			read_head <= 8'b0;
			buffer_valid <= 256'b0;
		end else begin
			if (WRITETO_BUFFER) begin
				buffer[write_head] <= {PARITY_IN, DATA_IN};
				write_head <= write_head + 8'd1;
			end
			if (READ_BUFFER) begin
				current_read <= buffer[read_head];
				read_head <= read_head + 8'd1;
			end
			if (WRITETO_BUFFER & READ_BUFFER) begin
				buffer_valid <= buffer_valid & ~(256'b1 << read_head) | (256'b1 << write_head);     
			end else if (WRITETO_BUFFER) begin
				buffer_valid <= buffer_valid | (256'b1 << write_head);  
			end else if (READ_BUFFER) begin
				buffer_valid <= buffer_valid & ~(256'b1 << read_head);  
			end
		end
	end
	assign DIRTYBUFFER = buffer_valid[read_head];
	assign DATA_OUT = current_read[7:0];
	assign PARITY_OUT = current_read[8];	
	assign FILLED = &{buffer_valid};
endmodule 
module rx(
		input CLK, RST, RX,
		input [1:0] MODE,
		output reg DATA_DONE,
		output reg [7:0] DATA,
		output reg PARITY
	);
	typedef enum logic [2:0] {
		rx_idle,
		rx_data,
		rx_parity
	} state_t;
	parameter M8N1 = 00,
	          M8E1 = 01,
			    M8O1 = 11;
	state_t rx_state;
	reg [4:0] sample_count;
	reg [2:0] data_buffer_pos;
	always@(posedge CLK or negedge RST) begin
		if (~RST) begin
			rx_state <= rx_idle;
			sample_count <= 5'b0;
			data_buffer_pos <= 3'b0;
			DATA_DONE <= 1'b0;
		end else begin	
			sample_count <= sample_count + 5'd1;
			case (rx_state)
				rx_idle:
					begin
						if (RX) begin
							sample_count <= 5'b0;
							data_buffer_pos <= 3'b0;
							rx_state <= rx_data;
						end
						DATA_DONE <= 1'b0;
					end
				rx_data:
					begin
						if (sample_count == 5'd16) begin
							DATA[data_buffer_pos] <= RX;
							data_buffer_pos <= data_buffer_pos + 3'd1;
							if (data_buffer_pos == 3'd7) begin
								if (MODE == M8N1) begin
									DATA_DONE <= 1'b1;
									rx_state <= rx_idle;
								end else begin
									rx_state <= rx_parity;
								end
							end
						end
					end
				rx_parity:
					begin
						if (sample_count == 5'd16) begin
							PARITY <= RX;
							DATA_DONE <= 1'b1;
							rx_state <= rx_idle;
						end
					end
				default:
					begin
						rx_state <= rx_idle;
						sample_count <= 5'b0;
						data_buffer_pos <= 3'b0;
						DATA_DONE <= 1'b0;
					end
			endcase
		end
	end
endmodule 
module tx(
		input CLK, BAUD, RST, DATA_AVAILABLE,
		input [7:0] DATA,
		input  [1:0] MODE,
		output reg TX,BUSY
	);
	typedef enum logic [3:0] {
		tx_idle,
		tx_start,
		tx_send,
		tx_parity,
		tx_stop
	} state_t;
	state_t tx_state;
	parameter M8N1 = 00,
	          M8E1 = 01,
			    M8O1 = 11;
	reg [7:0] buffer;
	reg [2:0] count;
	wire parity;
	assign parity = ~(^buffer);
	always@(posedge CLK or negedge RST) begin
		if (~RST) begin
			TX <= 1'b1;
			BUSY <= 1'b0;
			buffer <= 8'b0;
			tx_state <= tx_idle;
			count <= 3'b0;
		end else begin
			case (tx_state)
				tx_idle:
					begin
						TX <= 1'b1;
						if (DATA_AVAILABLE) begin
							tx_state <= tx_start;
							BUSY <= 1'b1;
						end else begin
							BUSY <= 1'b0;
						end
					end
				tx_start:
					begin
						TX <= 1'b0;
						buffer <= DATA;
						if (BAUD) tx_state <= tx_send;
					end
				tx_send:
					begin
						TX <= buffer[count];
						if (count == 3'd7) begin
							if (BAUD) begin
								count <= 3'b0;
								if (MODE == M8N1) 
									tx_state <= tx_stop;
								else
									tx_state <= tx_parity;
							end
						end else begin
							if (BAUD) count <= count + 3'd1;
						end
					end
				tx_parity:
					begin
						if (MODE == M8E1)
							TX <= parity;
						else
							TX <= ~parity;
						if (BAUD) tx_state <= tx_stop;
					end
				tx_stop:
					begin
						TX <= 1'b1;
						if (BAUD) begin
							tx_state <= tx_idle;
							BUSY <= 1'b0;
						end
					end
				default:
					begin
						TX <= 1'b1;
						BUSY <= 1'b0;
						tx_state <= tx_idle;
					end
			endcase
		end
	end
endmodule 
==> flow/run.sh <==
#!/bin/bash
# OpenROAD 26Q1-2900-gdf79404cd8, Yosys 0.63+post, stock flow scripts
make -C /OpenROAD-flow-scripts/flow DESIGN_CONFIG=/design/flow/config.mk WORK_HOME=/design/flow/orfs finish
==> flow/config.mk <==
export PLATFORM = sky130hd
export DESIGN_NAME = UARTinterface
export DESIGN_NICKNAME = UARTinterface
export VERILOG_FILES = /design/flow/design.v
export SDC_FILE = /design/flow/constraint.sdc
export NUM_CORES = 4
export LEC_CHECK = 1
export CORE_UTILIZATION = 40
==> flow/constraint.sdc <==
current_design UARTinterface

set clk_period 29.5
set clk_io_pct 0.2

create_clock -name clk0 -period $clk_period [get_ports {CLK}]

set non_clock_inputs [all_inputs -no_clocks]
set_input_delay [expr $clk_period * $clk_io_pct] -clock clk0 $non_clock_inputs
set_output_delay [expr $clk_period * $clk_io_pct] -clock clk0 [all_outputs]
==> flow_summary.json <==
{
  "sw_frac_of_total": 0.363,
  "syn_area_sq_mm": 0.202,
  "area.growth.synth_to_final_pct": 18.2,
  "die_area_sq_mm": 0.508,
  "grt_max_degree": 135,
  "vias_per_cell": 7.32,
  "die_y_um": 712,
  "drcViolationCount": 0,
  "ys_async_sr_fraction": 0.133,
  "avgSynthCellArea_sq_um": 14.9,
  "clockPowerShare": 0.353,
  "antenna_found_initial": 247,
  "grt_pass1_vias": 156000,
  "yosys_cells": 13500,
  "slew_viol_final": 17,
  "gp_congestion": 1.21,
  "finalHoldViolations": 0,
  "dpl.hpwl_um": 958000,
  "cp.arrival_ns": 5.03,
  "synth_flops": 5052,
  "nFillCells": 42900,
  "critPathKind": "flop to primary output",
  "skew_ns": 0.0655,
  "intPower_mw": 12.9,
  "wl_um": 1370000,
  "crit_required_ns": 23.60,
  "clk_latency_ns": 1.20,
  "drt_iter0_markers": 20200,
  "ctsResizeCount": 0,
  "path_depth": 7,
  "ant_nets": 0,
  "vias": 162000,
  "cts_tree": "built",
  "grt_pass1_wl_um": 1720000,
  "clock_path_buffers": 4,
  "initCoreUtil": 0.402,
  "worst_slew_pin_slew_ns": 1.76,
  "logic_area_sq_mm": 0.0503,
  "gr-total-overflow": 0,
  "relSlewSlack": -0.180,
  "cp_top_family": "multiplexers",
  "start_kind": "flop",
  "ys_warn_count": 6,
  "drive_gt1_frac": 0.188,
  "path_cells": "buf_4, mux4_2, mux4_2, mux2_2, a22o_1, a211o_1, clkdlybuf4s50_1",
  "holdWs_ns": 0.476,
  "cp-end-kind": "primary output",
  "netlist_logic_family_top": "AND-OR/OR-AND gates",
  "lay_top_count": "edfxtp_1",
  "root_buffer": "clkbuf_16",
  "untimed_endpoints": 2334,
  "ys_sh_simple": 0.0844,
  "finalClockPeriodUsage": 0.370,
  "violations": "max-capacitance violations, max-slew violations",
  "htree_levels": 6,
  "die_w_um": 712,
  "whs_path_depth": 1,
  "largest_reg_flops": 2304,
  "wl_per_cell_um": 61.7,
  "core_sq_mm": 0.502,
  "power_density_mw_per_mm2": 84.8,
  "cts_setup_buffers": 0,
  "combPwrFrac": 0.250,
  "synth-main-ff-cell": "edfxtp_1",
  "grtUsageTotal": 0.585,
  "crit_fanout": 49,
  "unclocked_pins": 21,
  "setup_tns_ns": 0,
  "crit_top_cell": "mux4_2",
  "largest_register": "rx_buffer.buffer",
  "reg_top3": "rx_buffer.buffer x2304, tx_buffer.buffer x2048",
  "ir_worst_vdd_mv": 0.130,
  "synth-edff-count": 4378,
  "path_buffers": 2,
  "p_switching_mw": 7.35,
  "min_path_type": "flop to flop",
  "ff_latch_area_sq_mm": 0.148,
  "grt_setup_unrepaired": "no",
  "warnings": 105,
  "adder_share": 0.00235,
  "drv_cap": 5,
  "pwr-share-seq": 0.397,
  "dr.pass1.iters": 12,
  "hold_buffers": 0,
  "mux_share": 0.0223,
  "fp-row-count": 260,
  "ys_sh_xor": 0.00772,
  "ys_types": 98,
  "final_cell_mix": "edfxtp_1, buf_4, a22oi_1",
  "cts_buffers": 568,
  "syn_inst": 13500,
  "yosysChipArea_sq_mm": 0.202,
  "ys_sh_aoi": 0.127,
  "cp_slowest_stage_delay_ns": 0.74,
  "seq_area_frac_synth": 0.735,
  "rr_worst_depth": 14,
  "fin_crit_ns": 10.93,
  "status": "finished, violations left",
  "finalSetupViolCount": 0,
  "ioPinCount": 51,
  "leakagePower_nw": 75.9,
  "cp_slowest_cell": "buf_4",
  "io_buffers": 50,
  "fmax_mhz": 91.5,
  "path_clk_slew_ns": 0.06
}
## logic make-up (layout without fill, tap and decap cells)
logic type,Yosys count,count (layout)
DFF,5052,5052
AOI/OAI and AO/OA,3508,3508
and+or+nand+nor,3415,3415
buffers and inverters,1093,2663
muxes,258,258
xor gates and xnor gates,178,178
adders and majority gates,38,38
other,0,354
## routing by layer
metal / vias to the layer above / GRT usage / share of wire
li1: 57800 / - / -
met1: 80400 / 0.569 / 0.27
met2: 18000 / 0.729 / 0.40
met3: 5715 / 0.475 / 0.19
met4: 274 / 0.550 / 0.13
met5: - / 0.263 / 0.0088
## synthesized netlist by cell type, types with 35 or more instances
cell          n  area share
a2111oi_0    54      0.0023
a21oi_1     213      0.0053
a221oi_1    129      0.0056
a222oi_1    132      0.0065
a22o_1      236       0.010
a22oi_1     967       0.036
a31oi_1      73      0.0023
a32o_1       42      0.0021
a32oi_1     299       0.013
and3_1      144      0.0045
buf_1       178      0.0033
buf_2       135      0.0033
clkbuf_1    711       0.013
dfrtp_1     639       0.079
dfstp_2      35      0.0046
edfxtp_1   4378        0.65
ha_1         38      0.0024
inv_1        48     0.00089
mux2_2       57      0.0032
mux2i_1      49      0.0024
mux4_2      148       0.017
nand2_1     531      0.0099
nand3_1     760       0.019
nand4_1     326       0.010
nor2_1      969       0.018
nor3_1      158      0.0039
nor4_1      178      0.0055
o211ai_1     47      0.0017
o21ai_0     679       0.017
o22ai_1     232      0.0072
o2bb2ai_1   202      0.0088
or4_1        53      0.0020
xnor2_1      98      0.0043
xor2_1       80      0.0035
## path summary, 6_finish.rpt
path,start,end,slack [ns]
min reg2reg,tx_buffer.current_read[7],tx.buffer[7],0.48
max,rx_buffer.read_head[1],INTERRUPT,18.57
min,tx_buffer.current_read[7],tx.buffer[7],0.48
min in group asynchronous,RST,tx_buffer.buffer_valid[241],4.70
max reg2reg,tx_buffer.read_head[1],tx_buffer.current_read[3],21.45
max in group asynchronous,RST,pll.baudrate_reg[0],22.29
## power by group through the flow
stage                 combinational (mW)  sequential (mW)  clock, mW
after global routing                4.83             8.05       7.37
final                               5.06             8.04       7.14
after CTS                           4.59             8.03       7.12
## worst register-to-register path: stages, from the launching register on
cell and delay (ns):
dfrtp_2 0.84, inv_2 0.36, ha_1 0.29, buf_4 0.27
nand3b_2 0.17, buf_4 0.43, buf_4 0.46, nor2_1 0.12
buf_4 0.26, a32oi_1 1.06, nand3_1 0.39, or4b_2 0.90
nor4_1 0.64, nand4_1 0.95, mux2_2 0.63
## through the flow
step / area (sq um) / utilization / setup slack [ns] / power (mW) / cells
floorplan: 202000 / - / 20.47 / 9.89 / 13500
global placement: 219000 / 0.437 / 19.70 / 12.8 / 20800
detailed placement: 219000 / 0.437 / 19.73 / 12.7 / 20800
CTS: 238000 / 0.473 / 18.54 / 19.7 / 21800
global route: 238000 / 0.475 / 18.43 / 20.2 / 22000
finish: 239000 / 0.476 / 18.57 / 20.2 / 22100
## cell type report
cell class / count / share of cell area
clock buffers: 734 / 0.0637
repair buffers: 1592 / 0.0519
multi-input cells: 7397 / 0.210
clock inverters: 285 / 0.0127
well taps: 6681 / 0.0350
inverters: 52 / 0.000828
flip-flops and latches: 5052 / 0.622
diodes: 354 / 0.00371
Power figures rest on the tool's default switching activity, not on a simulated workload.
